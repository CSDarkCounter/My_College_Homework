==> /design/flow/design.v <==
`timescale 1ns / 1ps
module control(
    input [5:0] Opcode,
    input [5:0] Func,
    output [2:0] nPC_sel,
    output [3:0] ALUop,
    output [2:0] RegDst,
	 output [1:0] ALUSrcA,
    output [2:0] ALUSrcB,
    output RegWrite,
    output MemWrite,
    output [2:0] Extop,
    output [1:0] MemorALU
    );
	reg cs_addu;
	reg cs_subu;
	reg cs_ori;
	reg cs_lw;
	reg cs_sw;
	reg cs_beq;
	reg cs_lui;
	reg cs_jal;
	reg cs_jr;
	assign nPC_sel[2] = 0;
	assign nPC_sel[1] = (cs_jal || cs_jr) ? 1 : 0;
	assign nPC_sel[0] = (cs_jr || cs_beq) ? 1 : 0;
	assign ALUop[3] = (cs_lui) ? 1 : 0;
	assign ALUop[2] = (cs_lui) ? 1 : 0;
	assign ALUop[1] = (cs_lui || cs_beq || cs_ori) ? 1 : 0;
	assign ALUop[0] = (cs_beq || cs_lui || cs_subu) ? 1 : 0;
	assign RegDst[2] = 0;
	assign RegDst[1] = (cs_jal) ? 1 : 0;
	assign RegDst[0] = (cs_subu || cs_addu) ? 1 : 0;
	assign ALUSrcA[0] = (cs_jal) ? 1 : 0;
	assign ALUSrcA[1] = 0;
	assign ALUSrcB[0] = (cs_ori || cs_sw || cs_lw || cs_lui) ? 1 : 0;
	assign ALUSrcB[1] = (cs_jal) ? 1 : 0;
	assign ALUSrcB[2] = 0;
	assign RegWrite = (cs_jal || cs_subu || cs_addu || cs_lw || cs_lui || cs_ori) ? 1 : 0;
	assign MemWrite = (cs_sw) ? 1 : 0;
	assign Extop[2] = 0;
	assign Extop[1] = (cs_lui) ? 1 : 0;
	assign Extop[0] = (cs_sw || cs_lw) ? 1 : 0;
	assign MemorALU[0] = (cs_lw) ? 1 : 0;
	assign MemorALU[1] = 0;
	initial begin
		cs_addu <= 0;
		cs_subu <= 0;
		cs_ori <= 0;
		cs_lw <= 0;
		cs_sw <= 0;
		cs_beq <= 0;
		cs_lui <= 0;
		cs_jal <= 0;
		cs_jr <= 0;
	end
	always @(Opcode, Func)begin
		if(Opcode == 6'b000000 && Func == 6'b100001)begin
			cs_addu <= 1;
			cs_subu <= 0;
			cs_ori <= 0;
			cs_lw <= 0;
			cs_sw <= 0;
			cs_beq <= 0;
			cs_lui <= 0;
			cs_jal <= 0;
			cs_jr <= 0;
		end
		else if(Opcode == 6'b000000 && Func == 6'b100011)begin
			cs_addu <= 0;
			cs_subu <= 1;
			cs_ori <= 0;
			cs_lw <= 0;
			cs_sw <= 0;
			cs_beq <= 0;
			cs_lui <= 0;
			cs_jal <= 0;
			cs_jr <= 0;
		end
		else if(Opcode == 6'b001101)begin
			cs_addu <= 0;
			cs_subu <= 0;
			cs_ori <= 1;
			cs_lw <= 0;
			cs_sw <= 0;
			cs_beq <= 0;
			cs_lui <= 0;
			cs_jal <= 0;
			cs_jr <= 0;
		end
		else if(Opcode == 6'b100011)begin
			cs_addu <= 0;
			cs_subu <= 0;
			cs_ori <= 0;
			cs_lw <= 1;
			cs_sw <= 0;
			cs_beq <= 0;
			cs_lui <= 0;
			cs_jal <= 0;
			cs_jr <= 0;
		end
		else if(Opcode == 6'b101011)begin
			cs_addu <= 0;
			cs_subu <= 0;
			cs_ori <= 0;
			cs_lw <= 0;
			cs_sw <= 1;
			cs_beq <= 0;
			cs_lui <= 0;
			cs_jal <= 0;
			cs_jr <= 0;
		end
		else if(Opcode == 6'b000100)begin
			cs_addu <= 0;
			cs_subu <= 0;
			cs_ori <= 0;
			cs_lw <= 0;
			cs_sw <= 0;
			cs_beq <= 1;
			cs_lui <= 0;
			cs_jal <= 0;
			cs_jr <= 0;
		end
		else if(Opcode == 6'b001111)begin
			cs_addu <= 0;
			cs_subu <= 0;
			cs_ori <= 0;
			cs_lw <= 0;
			cs_sw <= 0;
			cs_beq <= 0;
			cs_lui <= 1;
			cs_jal <= 0;
			cs_jr <= 0;
		end
		else if(Opcode == 6'b000011)begin
			cs_addu <= 0;
			cs_subu <= 0;
			cs_ori <= 0;
			cs_lw <= 0;
			cs_sw <= 0;
			cs_beq <= 0;
			cs_lui <= 0;
			cs_jal <= 1;
			cs_jr <= 0;
		end
		else if(Opcode == 6'b000000 && Func == 6'b001000)begin
			cs_addu <= 0;
			cs_subu <= 0;
			cs_ori <= 0;
			cs_lw <= 0;
			cs_sw <= 0;
			cs_beq <= 0;
			cs_lui <= 0;
			cs_jal <= 0;
			cs_jr <= 1;
		end
		else begin
			cs_addu <= 0;
			cs_subu <= 0;
			cs_ori <= 0;
			cs_lw <= 0;
			cs_sw <= 0;
			cs_beq <= 0;
			cs_lui <= 0;
			cs_jal <= 0;
			cs_jr <= 0;
		end
	end
endmodule
==> /design/flow/run.sh <==
#!/bin/bash
# OpenROAD 26Q1-2900-gdf79404cd8, Yosys 0.63+post, stock flow scripts
make -C /OpenROAD-flow-scripts/flow DESIGN_CONFIG=/design/flow/config.mk WORK_HOME=/design/flow/orfs finish
==> /design/flow/config.mk <==
export PLATFORM = sky130hd
export DESIGN_NAME = control
export DESIGN_NICKNAME = control
export VERILOG_FILES = /design/flow/design.v
export SDC_FILE = /design/flow/constraint.sdc
export NUM_CORES = 4
export LEC_CHECK = 1
export CORE_AREA = 10 10 70 70
export DIE_AREA = 0 0 80 80
==> /design/flow/constraint.sdc <==
current_design control

set clk_period 1.8
set clk_io_pct 0.2

create_clock -name clk0 -period $clk_period

set non_clock_inputs [all_inputs -no_clocks]
set_input_delay [expr $clk_period * $clk_io_pct] -clock clk0 $non_clock_inputs
set_output_delay [expr $clk_period * $clk_io_pct] -clock clk0 [all_outputs]
==> run_summary.xml <==
<?xml version="1.0" encoding="UTF-8"?>
<metrics>
  <group name="setup_path">
    <metric name="worstSetupStartpoint" unit="">Opcode[3]</metric>
    <metric name="critical_path.startpoint_type" unit="">input port</metric>
    <metric name="crit_path_end_kind" unit="">output port</metric>
    <metric name="timing.critical_path.arrival" unit="ns">1.54</metric>
    <metric name="worst-path-max-fanout" unit="">3</metric>
    <metric name="critical_path_required" unit="ns">1.44</metric>
    <metric name="timing.setup.critical_path_class" unit="">input port to output port</metric>
  </group>
  <group name="die">
    <metric name="chip_area" unit="sq um">6400</metric>
    <metric name="placeableCoreArea" unit="sq um">3420</metric>
    <metric name="die-width" unit="microns">80</metric>
    <metric name="pin_count" unit="">34</metric>
    <metric name="floorplanUtilization" unit="%">8.50</metric>
    <metric name="die-height" unit="microns">80</metric>
    <metric name="number_of_standard_cell_rows_in_the_floorplan" unit="">21</metric>
  </group>
  <group name="routing">
    <metric name="routedWlPerCell" unit="microns">10.8</metric>
    <metric name="detail_route.wirelength" unit="mm">1.34</metric>
    <metric name="residual_antenna_violating_net_count_after_detailed_routing" unit="">0</metric>
    <metric name="antenna_cells" unit="">0</metric>
    <metric name="post-route-drc-count" unit="">0</metric>
    <metric name="vias_after_detailed_routing" unit="">401</metric>
    <metric name="detailed_route_iter0_violations" unit="">5</metric>
    <metric name="detail_route.vias_per_cell" unit="">3.23</metric>
    <metric name="detail_route.first_pass.iterations" unit="">2</metric>
  </group>
  <group name="sta">
    <metric name="timing.final.crit_share" unit="%">105</metric>
    <metric name="timing_hold_violations_final" unit="">0</metric>
    <metric name="setup_slack" unit="ns">-0.0964</metric>
    <metric name="timing.final.crit_period" unit="ns">1.90</metric>
    <metric name="setup_viol" unit="">3</metric>
    <metric name="rsz_0062_raised_after_global_routing" unit="">true</metric>
    <metric name="hold-worst-slack" unit="ns">1.09</metric>
    <metric name="fmaxAchievable" unit="MHz">527</metric>
    <metric name="final-max-slew-violation-count" unit="">0</metric>
  </group>
  <group name="place">
    <metric name="placed_cell_area" unit="sq um">617</metric>
    <metric name="hpwlAfterDp" unit="mm">1.16</metric>
    <metric name="globalplace.congestion" unit="">0.699</metric>
    <metric name="pre_cts_slack" unit="ns">-0.765</metric>
    <metric name="portBuffers" unit="">28</metric>
  </group>
  <group name="cells_and_area">
    <metric name="multi_input_comb_area" unit="sq um">277</metric>
    <metric name="ff_latch_area" unit="sq um">0</metric>
    <metric name="design.seq.count" unit="">0</metric>
    <metric name="num-clock-buffers" unit="">0</metric>
    <metric name="num-fill-cells" unit="">389</metric>
    <metric name="finish.instance_area" unit="sq um">669</metric>
    <metric name="share_of_layout_cells_above_drive_strength_1" unit="%">53.8</metric>
    <metric name="syn2layout_area_growth" unit="%">131</metric>
  </group>
  <group name="synth">
    <metric name="synthesis.area" unit="sq um">290</metric>
    <metric name="ys_types" unit="">24</metric>
    <metric name="synth_seq_share" unit="%">0</metric>
    <metric name="synthCells" unit="">45</metric>
    <metric name="syn-mean-instance-area" unit="sq um">6.45</metric>
    <metric name="yosysCellCount" unit="">45</metric>
    <metric name="synthesis_warning_total" unit="">1</metric>
    <metric name="yosys.stat.chipArea" unit="sq um">290</metric>
  </group>
  <group name="grt">
    <metric name="vias_in_the_first_global_route" unit="">443</metric>
    <metric name="largest_net_degree_at_the_start_of_global_routing" unit="">8</metric>
    <metric name="grt_antenna_before_repair" unit="">0</metric>
    <metric name="grt_pass1_wl" unit="mm">2.20</metric>
    <metric name="gr-total-overflow" unit="">0</metric>
    <metric name="globalRouteTotalUtil" unit="%">4.11</metric>
  </group>
  <group name="flow_run">
    <metric name="warnings" unit="">34</metric>
    <metric name="cap_viol_max_count" unit="">0</metric>
  </group>
  <group name="pwr">
    <metric name="power.leakage" unit="nW">0.362</metric>
    <metric name="power.share.sequential" unit="%">0</metric>
    <metric name="switchingPower" unit="mW">0.0353</metric>
    <metric name="vdd_ir_drop_max" unit="mV">0.0830</metric>
    <metric name="power.share.combinational" unit="%">100.0</metric>
    <metric name="share_clk_of_total_power" unit="%">0</metric>
    <metric name="switching_share" unit="%">42.4</metric>
    <metric name="internal_power" unit="mW">0.0479</metric>
    <metric name="cellPowerDensity" unit="nW/um^2">124</metric>
  </group>
  <group name="outcome">
    <metric name="failed_checks" unit="">negative setup slack</metric>
    <metric name="outcome" unit="">finished, violations left</metric>
  </group>
  <group name="worst_hold_path">
    <metric name="min-delay-path-class" unit="">input port to output port</metric>
    <metric name="hold_path.startpoint" unit="">Opcode[2]</metric>
  </group>
</metrics>
## synthesized netlist by cell type, types with 3 or more instances
| cell type | number | share of area (%) |
|---|---|---|
| nand2_1 | 5 | 6.5 |
| buf_4 | 13 | 34 |
| nor2_1 | 4 | 5.2 |
| a21oi_1 | 3 | 5.2 |
## worst paths after layout
check                    endpoint  slack [ns]  cells after the start
worst max-delay path     RegWrite        -0.1                      6
worst min-delay path  MemorALU[0]        1.09                      4
## layer usage
layer / share of wire, % / up-vias / track usage (%)
met1: 47 / 169 / 5.60
li1: - / 210 / -
met5: 0 / - / 0
met4: 0 / 0 / 0
met3: 15 / 0 / 2.16
met2: 38 / 22 / 5.94
## power groups by stage
stage     combinational, mW  clock (mW)  sequential (mW)
6_report             0.0832           0                0
5_1_grt              0.0928           0                0
4_1_cts              0.0816           0                0
## layout by cell type, fill, tap and decap left out
cell type / count
nand2_1: 5
inv_1: 1
nor4b_2: 1
a31o_4: 1
dlygate4sd2_1: 10
and3b_1: 1
clkbuf_2: 1
conb_1: 6
or4_4: 1
clkdlybuf4s50_1: 1
nor3_2: 1
nor2_2: 1
or3_4: 1
buf_4: 10
and3_1: 1
nand3b_1: 1
or3b_4: 1
and3b_2: 1
nand4b_1: 1
a21o_1: 1
nand3_1: 1
buf_2: 10
dlymetal6s2s_1: 2
nor2_1: 1
buf_6: 7
and2_1: 1
nor4_2: 1
o21ai_1: 1
o22ai_1: 1
nor2_4: 2
o2bb2ai_1: 1
a21oi_2: 2
a21oi_4: 1
## area by class of cell
type / instances / area share (%)
tap: 46 / 8.60
timing repair buffer: 41 / 49.5
multi-input combinational: 36 / 41.3
inverter: 1 / 0.561
## worst max-delay path, cell delays in order
cell	delay (ns)
buf_6	0.09
or4_4	0.54
and3b_2	0.29
buf_6	0.10
a31o_4	0.08
buf_6	0.08
## kinds of logic after synthesis
| kind of cell | synth area share [%] |
|---|---|
| AND-OR/OR-AND | 17.7 |
| other | 1.29 |
| buffers and inverters | 34.9 |
| AND/OR/NAND/NOR | 46.1 |
## stage by stage
step,TNS [ns],utilization (%),instances,total power [mW]
floorplan,0,-,50,0.0264
global placement,-10.17,18.1,120,0.0781
detailed placement,-10.34,18.1,120,0.0787
CTS,-0.478,19.3,125,0.0816
global route,-0.454,19.6,124,0.0928
finish,-0.170,19.6,124,0.0832
## repair_timing
item	CTS	global route
setup buffers	5	0
gates resized	76	14
pin swaps	11	7
hold buffers	0	0
endpoints found under the setup margin	16	14
Power is estimated from default activity; no workload was simulated.
